[flow/design.v]
module simple_comb (
    input wire [7:0] in_data,
    output wire [7:0] out_data
);
    wire [7:0] intermediate_a;
    wire [7:0] intermediate_b;
    wire [7:0] intermediate_c;
    assign intermediate_a = in_data + 8'd1;
    assign intermediate_b = intermediate_a << 1;
    assign intermediate_c = intermediate_a >> 1;
    assign out_data = intermediate_b | intermediate_c;
endmodule
module sequential_hazard (
    input wire clk,
    input wire enable_a,
    input wire enable_b,
    input wire [3:0] data_a,
    input wire [3:0] data_b,
    output wire [3:0] result_out
);
    reg [3:0] shared_reg;
    always @(posedge clk) begin
        if (enable_a) begin
            shared_reg <= data_a;
        end
    end
    always @(posedge clk) begin
        if (enable_b) begin
            shared_reg <= data_b;
        end
    end
    assign result_out = shared_reg;
endmodule
module part_select_ops (
    input wire [31:0] wide_in,
    output wire [7:0] upper_byte_out,
    output wire [7:0] lower_byte_out
);
    wire [31:0] processed_wide;
    assign processed_wide = wide_in * 2;
    assign upper_byte_out = processed_wide[31:24];
    assign lower_byte_out = processed_wide[7:0];
endmodule
module module_with_params #(
    parameter DATA_WIDTH = 8
) (
    input wire [DATA_WIDTH-1:0] param_in,
    output wire [DATA_WIDTH-1:0] param_out
);
    assign param_out = param_in;
endmodule
module simple_logic_a (
    input wire data_a,
    output wire data_b
);
    assign data_b = ~data_a;
endmodule
module simple_logic_b (
    input wire data_c,
    output wire data_d
);
    assign data_d = data_c;
endmodule
module simple_seq (
    input wire clk,
    input wire reset,
    input wire [2:0] count_in,
    output wire [2:0] count_out
);
    reg [2:0] counter_reg;
    always @(posedge clk or posedge reset) begin
        if (reset) begin
            counter_reg <= 3'b000;
        end else begin
            counter_reg <= count_in + 3'b001;
        end
    end
    assign count_out = counter_reg;
endmodule
module packed_struct_module (
    input wire [15:0] in_packed_data,
    output wire [7:0] out_byte
);
    typedef struct packed {
        logic [7:0] byte1;
        logic [7:0] byte2;
    } my_packed_struct_t;
    my_packed_struct_t data_struct;
    assign data_struct = in_packed_data;
    assign out_byte = data_struct.byte1;
endmodule
module unpacked_array_module (
    input wire [7:0] in_array_data,
    input wire [1:0] select_idx,
    output wire [3:0] out_element
);
    logic [3:0] data_array [4];
    always @(*) begin
        data_array[0] = in_array_data[3:0];
        data_array[1] = in_array_data[7:4];
        data_array[2] = 4'd8;
        data_array[3] = 4'd12;
    end
    assign out_element = data_array[select_idx];
endmodule
module wide_bus_ops (
    input wire [63:0] wide_a,
    input wire [63:0] wide_b,
    output wire [63:0] wide_sum,
    output wire [7:0] reduce_xor_out,
    output wire [127:0] concat_out
);
    assign wide_sum = wide_a + wide_b;
    assign reduce_xor_out = ^wide_a[63:0];
    assign concat_out = {wide_a, wide_b};
endmodule
module multi_always_comb (
    input wire [7:0] in1,
    input wire [7:0] in2,
    output wire [7:0] out1,
    output wire [7:0] out2
);
    logic [7:0] intermediate1;
    logic [7:0] intermediate2;
    always @(*) begin
        intermediate1 = in1 & in2;
    end
    always @(*) begin
        intermediate2 = in1 | in2;
    end
    assign out1 = intermediate1 + 8'd1;
    assign out2 = intermediate2 - 8'd1;
endmodule
[flow/config.mk]
export PLATFORM = sky130hd
export DESIGN_NAME = wide_bus_ops
export DESIGN_NICKNAME = wide_bus_ops
export VERILOG_FILES = /design/flow/design.v
export SDC_FILE = /design/flow/constraint.sdc
export NUM_CORES = 4
export LEC_CHECK = 1
export CORE_AREA = 10 10 150 150
export DIE_AREA = 0 0 160 160
[flow/constraint.sdc]
current_design wide_bus_ops

set clk_period 30.3
set clk_io_pct 0.2

create_clock -name clk0 -period $clk_period

set non_clock_inputs [all_inputs -no_clocks]
set_input_delay [expr $clk_period * $clk_io_pct] -clock clk0 $non_clock_inputs
set_output_delay [expr $clk_period * $clk_io_pct] -clock clk0 [all_outputs]
[flow/run.sh]
#!/bin/bash
# OpenROAD 26Q1-2900-gdf79404cd8, Yosys 0.63+post, stock flow scripts
make -C /OpenROAD-flow-scripts/flow DESIGN_CONFIG=/design/flow/config.mk WORK_HOME=/design/flow/orfs finish
==> notes.md <==
The run has ended; figures from its reports follow.

The detailed-routing iteration count for the pre-antenna-repair pass came out at 4. Summed over all layers, the routed wires come to 21170 um. The post-synthesis to final-layout area growth came out at 47.21%. The count of cells along the worst hold path came out at 2. The total of hold buffers inserted after clock tree synthesis is 0. The net switching fraction of the power is 0.4143.

Global routing finished with a remaining overflow of 0. IR analysis of the VDD net gives a maximum drop of 0.00001643 V. The post-detailed-route via-to-cell ratio came out at 4.766.

The worst max-slew margin expressed relative to the limit came out at 0.5797. The gate count after technology mapping is 736. Post-CTS repair changed the size of 0 cells. Counting instances in the post-synthesis netlist gives the leading cell types as 135 x sky130_fd_sc_hd__buf_4, 94 x sky130_fd_sc_hd__xnor2_1, 74 x sky130_fd_sc_hd__a21oi_1. Setup repair after global routing left no endpoint under its margin. After layout, the minimum clock period comes to 15.98 ns.

The count of cell types in the netlist came out at 53. Per the OpenROAD power report, leakage power amounts to 3.081 nW. The final period utilization is 0.5273.

The proportion of power drawn by the clock network came out at 0. The data arrival time of the critical path is 9.92 ns. The number of warnings in the stage logs is 32. The number of maximum-capacitance violations came out at 0. For this run, the slowest stage of the critical path takes 0.60 ns. The timing-limited maximum frequency is 0.06260 GHz.

In this run the cell area of the synthesized design comes to 5210 um2. Among cell families on the critical path, the largest total delay comes from AND-OR/OR-AND gates. Of the total power, combinational logic draws 1.000.

The worst setup path is captured at an output port. Entering global routing, the biggest net connects 11 pins. The post-synthesis average cell area came out at 7.079 um2. The hold path startpoint is wide_b[62].

The final HPWL from detailed placement is 19220 um. The post-route DRC violation count is 0. The initial antenna violation count came out at 0. Summed over all failing endpoints, the final setup total negative slack is 0 ns. The core outline area is 19400 um2. The power report attributes to the sequential group a share of 0.

The global routing report lists combined usage of all routing layers as 0.1568. The maximum fanout along the worst path came out at 6. The flip-flop and latch count came out at 0. The number of violations reported at the end of detailed-routing iteration 0 is 252. The final weighted congestion recorded by global placement is 0.9012. The run finished with clean final reports. The internal portion of total power is 0.1162 mW.

Note that the worst hold path type here is in2out. The warning count from the yosys run came out at 0. The vias after detailed routing came out at 5572.

The number of clock-tree buffers in the layout is 0. The die extent in y is 160 um. The transition time of the tightest slew-check pin came out at 0.6304 ns. The final core utilization is 0.3954. The critical path goes through clkdlybuf4s50_1 > ha_1 > fa_1 > a21o_1 > nand3_1 > a311o_1 > a21o_1 > nand2_1 > a41oi_1 > a21oi_1 > a221oi_1 > o21ai_0 > xor2_1 > clkdlybuf4s50_1. The path with the worst hold slack has its endpoint at concat_out[62]. Of the cells placed in the final design, the portion with a size suffix greater than 1 is 0.01659. Summed over all instances, the cell type with the most area after synthesis is sky130_fd_sc_hd__buf_4.

The hold violation total from the final report is 0. The critical path in this run is classified as in2out. The max-slew violation total from the final report is 0. The share of the synthesized area in the top cell type is 0.1945.

By instance count, the leading cell after synthesis is sky130_fd_sc_hd__buf_4. The total I/O pin count is 328. The number of setup violations in the final report is 0. In this run the power spent charging and discharging nets is 0.08222 mW. The tally of nets with antenna violations remaining after routing came out at 0. Sorting the synthesized cells by area gives the leading types as sky130_fd_sc_hd__buf_4 19%, sky130_fd_sc_hd__xnor2_1 16%, sky130_fd_sc_hd__ha_1 15%. The worst path buffer plus inverter count is 2. The tightest hold path in the finished design has a slack of 12.96 ns. The worst setup path is launched from an input pin. Total power for the finished layout comes to 0.1984 mW. The area enclosed by the die boundary is 25600 um2. The site row count is 51.

The antenna diode instance count came out at 0. The wire length per cell is 18.11 um. The synthesis area per yosys is 5210 um2. The number of cell instances after yosys synthesis came out at 736.

The slowest stage of the critical path belongs to the cell sky130_fd_sc_hd__a221oi_1. The buffers inserted during post-CTS setup optimization is 0. The die extent in x came out at 160 um. The share of the Yosys chip area taken by registers is 0. The data required time reported for the critical path is 24.24 ns. As logged by OpenROAD, the buffers inserted on ports number 321. The number of global-route vias before repair is 5740. The power per cell area came out at 25.87 nW/um2. The fraction of the core area occupied by cells at floorplan came out at 0.2686. The global-route wire length before repair is 32860 um.

The combined flip-flop and latch cell area is 0 um2.
cell usage in the layout (no fill, tap or decap), types with 3 or more instances in the layout:
cell,instances
sky130_fd_sc_hd__nand4_1,16
sky130_fd_sc_hd__a31oi_1,9
sky130_fd_sc_hd__nand2_1,55
sky130_fd_sc_hd__nor2b_1,5
sky130_fd_sc_hd__nor3_1,12
sky130_fd_sc_hd__a21oi_1,74
sky130_fd_sc_hd__conb_1,7
sky130_fd_sc_hd__xnor2_1,94
sky130_fd_sc_hd__nand3_1,18
sky130_fd_sc_hd__a21o_1,36
sky130_fd_sc_hd__a221oi_1,3
sky130_fd_sc_hd__nand2b_1,5
sky130_fd_sc_hd__nor2_1,33
sky130_fd_sc_hd__inv_1,12
sky130_fd_sc_hd__xor2_1,29
sky130_fd_sc_hd__o21a_1,13
sky130_fd_sc_hd__a211oi_1,4
sky130_fd_sc_hd__o21ai_0,33
sky130_fd_sc_hd__ha_1,63
sky130_fd_sc_hd__clkdlybuf4s50_1,321
sky130_fd_sc_hd__and3_1,6
sky130_fd_sc_hd__a31o_2,3
sky130_fd_sc_hd__a41oi_1,3
sky130_fd_sc_hd__o21bai_1,15
stage by stage:
step                      cell area (um2)  setup slack, ns  instances
after CTS                            7670            14.24       1169
after detailed placement             7670            14.25       1169
after global routing                 7670            13.93       1169
final                                7670            14.32       1169
after global placement               7670            14.39       1169
after floorplan                      5233            15.87        742
metal layers:
layer | vias to the layer above | routed length (um) | GRT usage
met5 | - | 0 | 0
met4 | 0 | 102 | 0.006260
met3 | 4 | 1493 | 0.03603
met2 | 217 | 10300 | 0.2729
met1 | 2534 | 9276 | 0.2029
li1 | 2817 | - | -
cell type report:
class / instances / area, um2
well taps: 265 / 331.6
fillers: 2055 / 11730
repair buffers: 321 / 3213
inverters: 12 / 45.04
multi-input cells: 571 / 4080
worst max-delay path by stage:
stage     depth (start not counted)  startpoint            to  slack (ns)
4_1_cts                          14   wide_a[0]  wide_sum[56]       14.24
6_report                         14   wide_a[0]  wide_sum[56]       14.32
5_1_grt                          14   wide_a[0]  wide_sum[56]       13.93
logic make-up (layout without fill, tap and decap cells):
family / Yosys count / after routing / share of synthesized area
AND/OR/NAND/NOR: 162 / 162 / 0.1523
XOR/XNOR: 123 / 123 / 0.2068
AND-OR/OR-AND: 215 / 215 / 0.2639
other: 1 / 7 / 0.0007198
adder cells (fa/ha/maj): 64 / 64 / 0.1551
buffers and inverters: 171 / 333 / 0.2212
power by group through the flow:
| stage | clock [mW] | combinational, mW | sequential, mW |
|---|---|---|---|
| global route | 0 | 0.218 | 0 |
| CTS | 0 | 0.202 | 0 |
| finish | 0 | 0.198 | 0 |
Power and IR drop assume default switching activity.
