--- ./run.sh ---
#!/bin/bash
# OpenROAD 26Q1-2900-gdf79404cd8, Yosys 0.63+post, stock flow scripts
make -C /OpenROAD-flow-scripts/flow DESIGN_CONFIG=/design/flow/config.mk WORK_HOME=/design/flow/orfs finish
--- ./config.mk ---
export PLATFORM = sky130hd
export DESIGN_NAME = ModWideBus
export DESIGN_NICKNAME = ModWideBus
export VERILOG_FILES = /design/flow/design.v
export SDC_FILE = /design/flow/constraint.sdc
export NUM_CORES = 4
export LEC_CHECK = 1
export CORE_AREA = 10 10 70 70
export DIE_AREA = 0 0 80 80
--- ./constraint.sdc ---
current_design ModWideBus

set clk_period 1.0
set clk_io_pct 0.2

create_clock -name clk0 -period $clk_period

set non_clock_inputs [all_inputs -no_clocks]
set_input_delay [expr $clk_period * $clk_io_pct] -clock clk0 $non_clock_inputs
set_output_delay [expr $clk_period * $clk_io_pct] -clock clk0 [all_outputs]
--- ./design.v ---
module ModSimpleLogic(
    input logic a,
    input logic b,
    output logic y
);
    assign y = a ^ b;
endmodule
module ModVectorAdd(
    input logic [7:0] in_v,
    output logic [7:0] out_v
);
    assign out_v = in_v + 8'h01;
endmodule
module ModCompareVec(
    input logic [3:0] v1,
    input logic [3:0] v2,
    output logic eq
);
    assign eq = (v1 == v2);
endmodule
module ModRegister(
    input logic din,
    output logic dout
);
    always @* begin
        dout = din;
    end
endmodule
module ModWideBus(
    input logic [31:0] data_in_w,
    output logic [31:0] data_out_w
);
    assign data_out_w = ~data_in_w;
endmodule
==> reports/metrics.json <==
{
  "combGateArea_um2": 0,
  "floorplan.initialDensity_pct": 3.516,
  "post_synth_ao_oa_area_fraction_pct": 0,
  "routed_wirelength_um": 1335,
  "layout.comb_gates.multi_input": 0,
  "power_leakage_nw": 0.5886,
  "top_area_cell": "inv_1",
  "placement.setup.worst_slack_ps": -329.4,
  "max-vdd-ir-drop_uv": 44.19,
  "log.warning_count": 32,
  "die.size.x_um": 80,
  "io_pins": 64,
  "holdPathStages": 3,
  "clk_buf": 0,
  "post_cts_buffers": 0,
  "area_growth_syn_to_layout_pct": 512.5,
  "grt_first_pass_wirelength_um": 1752,
  "vias_per_cell": 2.493,
  "period_minus_slack_ps": 981.1,
  "ys_seq_share_pct": 0,
  "achievable-frequency_ghz": 1.019,
  "topCombFamilyByArea": "buffers and inverters",
  "chip_area_um2": 6400,
  "filler_cell_count": 402,
  "design.seq.count": 0,
  "synth.cellmix.simpleShare_pct": 0,
  "hold_class": "primary input to primary output",
  "timing_worst_setup_path_type": "primary input to primary output",
  "yosys_chip_area_um2": 120.1,
  "proportion_of_layout_cells_with_a_drive_suffix_above_1_pct": 14.58,
  "port_buffers": 64,
  "yosys_cells": 32,
  "overall_power_w": 0.0001723,
  "maxcap_violations": 0,
  "worst_slew_pin_slew_ps": 58.73,
  "synth.distinct_cells": 1,
  "arrival_ps": 780,
  "post-route-drc-count": 0,
  "cts-hold-fix-buffers": 0,
  "grt_start_max_net_pins": 2,
  "route.vias.total": 354,
  "mux_area_share_pct": 0,
  "row_count": 21,
  "maxSlewViolCount": 0,
  "post-route-period-util_pct": 98.11,
  "setup_viol": 0,
  "syn_avg_cell_area_um2": 3.754,
  "final-instance-count-excl-fill": 142,
  "cp-end-kind": "primary output",
  "initial_antenna_violation_count": 0,
  "worst-endpoint-required_ps": 800,
  "top_area_share_pct": 100.0,
  "wire_per_inst_um": 9.401,
  "area_leaders": "inv_1 100%",
  "first_pass_iters": 2,
  "antenna_left": 0,
  "synthesis.instances": 32,
  "adder_share_pct": 0,
  "placedCellCount": 142,
  "detailedPlacementHpwl_um": 1296,
  "syn_std_cell_area_um2": 120.1,
  "grt_setup_unrepaired": "no",
  "max-slew-margin-rel_pct": 96.08,
  "run_status": "finished, final reports clean",
  "first_iter_violations": 3,
  "yosysWarningCount": 0,
  "globalplace.congestion": 0.6819,
  "ff_latch_area_um2": 0,
  "timing.final.ws_setup_ps": 18.95,
  "power.density_cell_area_nw_per_um2": 234.3,
  "post_synth_xor_area_fraction_pct": 0,
  "grt_pass1_vias": 334,
  "global_route.usage.total_pct": 3.371,
  "insertedDiodeCount": 0,
  "crit_path_max_fanout": 1,
  "placeableCoreArea_um2": 3416,
  "globalRouteOverflowTotal": 0,
  "die_h_um": 80,
  "hold_violations": 0,
  "element_type_at_the_critical_path_start": "primary input"
}
worst max-delay path, stage by stage:
cell and delay, ps:
clkdlybuf4s50_1 450, inv_1 30, buf_2 100
Yosys cell counts:
cell   number
inv_1      32
worst paths after layout:
check                          from        endpoint  slack, ps
worst min-delay path  data_in_w[30]  data_out_w[30]        610
worst max-delay path   data_in_w[4]   data_out_w[4]         20
routing by layer:
| metal | wire (µm) | vias to the layer above | share of wire, % | global-route usage (%) |
|---|---|---|---|---|
| met5 | 0 | - | 0 | 0 |
| met4 | 0 | 0 | 0 | 0 |
| met3 | 202 | 0 | 15 | 1.932 |
| met2 | 695 | 28 | 52 | 6.100 |
| met1 | 437 | 134 | 33 | 3.494 |
| li1 | - | 192 | - | - |
where the power goes:
part | total [W] | leakage (nW) | internal (W) | switching [W]
combinational | 0.000172 | 0.589 | 0.000134 | 0.0000381
clock | 0 | 0 | 0 | 0
sequential | 0 | 0 | 0 | 0
placed cells by master (no fill, tap or decap):
cell and n:
inv_1 32, clkdlybuf4s50_1 1, dlymetal6s2s_1 13, dlygate4sd2_1 36, buf_2 14
repair_timing:
item                       in CTS  in global routing
setup endpoints to repair      32                 13
resized                        78                 13
pin swaps                       0                  0
cell type report:
type / count / area share, %
timing repair buffer: 64 / 75.85
tap: 46 / 7.823
inverter: 32 / 16.33
per-stage QoR:
step	hold slack, ps	area [µm²]	util (%)	TNS (ps)
6_report	614.3	735.7	21.54	0
5_1_grt	625.9	735.7	21.54	0
4_1_cts	845.4	703.2	20.59	0
3_5_place_dp	1279	818.3	23.96	-9905
3_3_place_gp	1276	818.3	23.96	-9789
2_1_floorplan	409.1	120.1	-	0
cell families (layout without fill, tap and decap cells):
group | count (synthesis) | in the layout
buf+inv | 32 | 96
No activity file was given, so power comes from the tool's default toggle rates.
